==> /design/flow/design.v <==
`timescale 1ns / 1ps
module calc_stt_vector(in_r0, in_r1, in_r2, in_r3, in_i0, in_i1, in_i2, in_i3, out_r, out_i,
	cos_2p_by_0, sin_2p_by_0 , cos_2p_by_1 , sin_2p_by_1 , cos_2p_by_2 , sin_2p_by_2 , cos_2p_by_3 , sin_2p_by_3);
input wire signed [7:0] in_r0, in_r1, in_r2, in_r3; 
input wire signed [7:0] in_i0, in_i1, in_i2, in_i3;
output wire signed [12:0] out_r; 
output wire signed [12:0] out_i;
wire signed [14:0] out_r_temp; 
wire signed [14:0] out_i_temp;
input wire signed [11:0] sin_2p_by_0, sin_2p_by_1, sin_2p_by_2, sin_2p_by_3; 
input wire signed [11:0] cos_2p_by_0, cos_2p_by_1, cos_2p_by_2, cos_2p_by_3;
wire signed [12:0] out_r0, out_r1, out_r2, out_r3;
wire signed [12:0] out_i0, out_i1, out_i2, out_i3; 
complex_mulp m1(in_r0, in_i0, cos_2p_by_0, sin_2p_by_0, out_r0, out_i0);
complex_mulp m2(in_r1, in_i1, cos_2p_by_1, sin_2p_by_1, out_r1, out_i1);
complex_mulp m3(in_r2, in_i2, cos_2p_by_2, sin_2p_by_2, out_r2, out_i2);
complex_mulp m4(in_r3, in_i3, cos_2p_by_3, sin_2p_by_3, out_r3, out_i3);
assign out_r_temp = out_r0 + out_r1 + out_r2 + out_r3;
assign out_i_temp = out_i0 + out_i1 + out_i2 + out_i3;
assign out_r = {out_r_temp[14],out_r_temp[11:0]};
assign out_i = {out_i_temp[14],out_i_temp[11:0]};
endmodule
`timescale 1ns / 1ps
module complex_mulp(in_r, in_i, cos_2p_by, sin_2p_by, out_r, out_i);
input wire signed [7:0] in_r; 
input wire signed [7:0] in_i;
output wire signed [12:0] out_r; 
output wire signed [12:0] out_i;
input signed [11:0] sin_2p_by; 
input signed [11:0] cos_2p_by;
wire signed [17:0] in_r_temp, in_i_temp; 
reg [11:0] cos_temp, sin_temp;
reg signed [17:0] cos, sin;
wire signed [34:0] out_r_temp1, out_i_temp1, out_r_temp2, out_i_temp2;
reg signed [35:0] out_r_temp3, out_i_temp3;
reg signed [12:0] out_r_temp4, out_i_temp4;
assign in_r_temp = {in_r,10'd0};
assign in_i_temp = {in_i,10'd0};
always @*
begin 
	cos_temp = cos_2p_by;
	sin_temp = sin_2p_by;
		if(cos_temp[11])
		begin
			cos_temp = cos_temp-1;
			cos_temp = ~cos_temp;
			cos = {7'd0,cos_temp[10:0]};
			cos = -cos;
		end
		else begin
			cos = {cos_temp[11],6'd0,cos_temp[10:0]};
		end
		if(sin_temp[11])
		begin
			sin_temp = sin_temp-1;
			sin_temp = ~sin_temp;
			sin = {7'd0,sin_temp[10:0]};
			sin = -sin;
		end
		else begin
			sin = {sin_temp[11],6'd0,sin_temp[10:0]};
		end
end
assign out_r_temp1 = cos*in_r_temp;
assign out_r_temp2 = -sin*in_i_temp;
assign out_i_temp1 = cos*in_i_temp;
assign out_i_temp2 = sin*in_r_temp;
always @*
begin
		out_r_temp3 = out_r_temp1+out_r_temp2;
		out_i_temp3 = out_i_temp1+out_i_temp2;
		if(out_r_temp3[35])
		begin
			out_r_temp3 = out_r_temp3-1;
			out_r_temp3 = ~out_r_temp3;
			out_r_temp4 = out_r_temp3[27:17];
			out_r_temp4 = -out_r_temp4;
		end
		else begin
			out_r_temp4 = out_r_temp3[27:17];
		end
		if(out_i_temp3[35])
		begin
			out_i_temp3 = out_i_temp3-1;
			out_i_temp3 = ~out_i_temp3;
			out_i_temp4 = out_i_temp3[27:17];
			out_i_temp4 = -out_i_temp4;
		end
		else begin
			out_i_temp4 = out_i_temp3[27:17];
		end
end
assign out_r = out_r_temp4;
assign out_i = out_i_temp4;
endmodule
`timescale 1ns / 1ps
module qft( clk, in_r0, in_r1, in_r2, in_r3, in_i0, in_i1, in_i2, in_i3,
			   out_r0, out_r1, out_r2, out_r3, out_i0, out_i1, out_i2, out_i3
	 );
input clk;
input wire signed [7:0] in_r0, in_r1, in_r2, in_r3; 
input wire signed [7:0] in_i0, in_i1, in_i2, in_i3;
output wire signed [12:0] out_r0, out_r1, out_r2, out_r3;
output wire signed [12:0] out_i0, out_i1, out_i2, out_i3; 
wire signed [11:0] sin_2p_by1 [0:3]; 
wire signed [11:0] cos_2p_by1 [0:3];
wire signed [11:0] sin_2p_by2 [0:3];
wire signed [11:0] cos_2p_by2 [0:3];
wire signed [11:0] sin_2p_by3 [0:3];
wire signed [11:0] cos_2p_by3 [0:3];
wire signed [11:0] sin_2p_by4 [0:3];
wire signed [11:0] cos_2p_by4 [0:3];
assign cos_2p_by1[0] = 12'b010000000000;
assign sin_2p_by1[0] = 12'b000000000000;
assign cos_2p_by1[1] = 12'b010000000000;
assign sin_2p_by1[1] = 12'b000000000000;
assign cos_2p_by1[2] = 12'b010000000000;
assign sin_2p_by1[2] = 12'b000000000000;
assign cos_2p_by1[3] = 12'b010000000000;
assign sin_2p_by1[3] = 12'b000000000000;
assign cos_2p_by2[0] = 12'b010000000000;
assign sin_2p_by2[0] = 12'b000000000000;
assign cos_2p_by2[1] = 12'b110000000000;
assign sin_2p_by2[1] = 12'b000000000000;
assign cos_2p_by2[2] = 12'b010000000000;
assign sin_2p_by2[2] = 12'b000000000000;
assign cos_2p_by2[3] = 12'b110000000000;
assign sin_2p_by2[3] = 12'b000000000000;
assign cos_2p_by3[0] = 12'b010000000000;
assign sin_2p_by3[0] = 12'b000000000000;
assign cos_2p_by3[1] = 12'b101101110110;
assign sin_2p_by3[1] = 12'b001000000000;
assign cos_2p_by3[2] = 12'b101101110110;
assign sin_2p_by3[2] = 12'b101000000000;
assign cos_2p_by3[3] = 12'b010000000000;
assign sin_2p_by3[3] = 12'b000000000000;
assign cos_2p_by4[0] = 12'b010000000000;
assign sin_2p_by4[0] = 12'b000000000000;
assign cos_2p_by4[1] = 12'b000000000000;
assign sin_2p_by4[1] = 12'b010000000000;
assign cos_2p_by4[2] = 12'b110000000000;
assign sin_2p_by4[2] = 12'b000000000000;
assign cos_2p_by4[3] = 12'b000000000000;
assign sin_2p_by4[3] = 12'b110000000000;
calc_stt_vector c1(in_r0, in_r1, in_r2, in_r3, in_i0, in_i1, in_i2, in_i3, out_r0, out_i0,
	cos_2p_by1[0], sin_2p_by1[0], cos_2p_by1[1], sin_2p_by1[1], cos_2p_by1[2], sin_2p_by1[2], cos_2p_by1[3], sin_2p_by1[3]);
calc_stt_vector c2(in_r0, in_r1, in_r2, in_r3, in_i0, in_i1, in_i2, in_i3, out_r1, out_i1,
	cos_2p_by2[0], sin_2p_by2[0], cos_2p_by2[1], sin_2p_by2[1], cos_2p_by2[2], sin_2p_by2[2], cos_2p_by2[3], sin_2p_by2[3]);
calc_stt_vector c3(in_r0, in_r1, in_r2, in_r3, in_i0, in_i1, in_i2, in_i3, out_r2, out_i2,
	cos_2p_by3[0], sin_2p_by3[0], cos_2p_by3[1], sin_2p_by3[1], cos_2p_by3[2], sin_2p_by3[2], cos_2p_by3[3], sin_2p_by3[3]);
calc_stt_vector c4(in_r0, in_r1, in_r2, in_r3, in_i0, in_i1, in_i2, in_i3, out_r3, out_i3,
	cos_2p_by4[0], sin_2p_by4[0], cos_2p_by4[1], sin_2p_by4[1], cos_2p_by4[2], sin_2p_by4[2], cos_2p_by4[3], sin_2p_by4[3]);
endmodule
==> /design/flow/run.sh <==
#!/bin/bash
# OpenROAD 26Q1-2900-gdf79404cd8, Yosys 0.63+post, stock flow scripts
make -C /OpenROAD-flow-scripts/flow DESIGN_CONFIG=/design/flow/config.mk WORK_HOME=/design/flow/orfs finish
==> /design/flow/config.mk <==
export PLATFORM = sky130hd
export DESIGN_NAME = qft
export DESIGN_NICKNAME = qft
export VERILOG_FILES = /design/flow/design.v
export SDC_FILE = /design/flow/constraint.sdc
export NUM_CORES = 4
export LEC_CHECK = 1
export CORE_UTILIZATION = 40
==> /design/flow/constraint.sdc <==
current_design qft

set clk_period 31.5
set clk_io_pct 0.2

create_clock -name clk0 -period $clk_period

set non_clock_inputs [all_inputs -no_clocks]
set_input_delay [expr $clk_period * $clk_io_pct] -clock clk0 $non_clock_inputs
set_output_delay [expr $clk_period * $clk_io_pct] -clock clk0 [all_outputs]
==> impl_metrics.csv <==
group,metric,value,unit
die,fp_util,40.8,%
setup_path,end_kind,"primary output",
die,core_area,60700,um2
run_status,status,"complete, no violations",
setup_path,max_stage_delay,0.84,ns
synthesis,postSynthCellCount,3088,
layout,drive_gt1_share,2.99,%
place,dpl_worst_slack,7.93,ns
die,die_area,62900,um2
clock_network,cts_resized,0,
layout,seq_area,0,um2
sta,hold_viol_final,0,
synthesis,synth_warnings,2,
flow_run,tool_warnings,73,
setup_path,path_class,"in2out",
route,drc,0,
place,dpl_cell_area,27200,um2
setup_path,worstPathMaxFanout,11,
route,routed_via_density,5.11,
die,die_width,251,um
die,num_io_pins,169,
setup_path,worstPathArrival,17.34,ns
sta,setup_tns,0,ns
global_route,grt_pass1_vias,19800,
global_route,grt_overflow,0,
global_route,grt_util_all_layers,22.6,%
sta,fin_crit_sh,75.1,%
route,vias,20400,
synthesis,postSynthAreaPerCell,8.02,um2
hold_path,min_path_type,"in2out",
route,antenna_cells,0,
layout,nClkBuffers,0,
place,place_congestion,0.944,
global_route,grt_pass1_wl,107000,um
sta,fin_ws,7.86,ns
clock_network,cts_setup_buffers,0,
layout,syn2layout_area_growth,9.80,%
global_route,antenna_found_initial,0,
sta,rsz0062_at_grt,"no",
setup_path,required,25.20,ns
die,die_y,251,um
synthesis,synth_stat.cells,3088,
route,post_drt_wl_per_cell,16.8,um
synthesis,syn_area,24800,um2
clock_network,cts_hold_buf,0,
sta,slew_headroom,38.8,%
sta,tightest_slew,0.911,ns
route,first_pass_iters,7,
layout,final_common_cell,"inv_1",
sta,drv_slew,0,
layout,layout_top_cells,"inv_1 (516), ha_1 (442), xnor2_1 (330)",
setup_path,cp-start-kind,"primary input",
route,wirelength,67200,um
sta,min_period,23.64,ns
place,hpwl,59700,um
sta,max_freq,0.0423,GHz
place,numPortBuffers,150,
layout,nFillCells,5970,
layout,seq_cell_count,0,
sta,finalSetupViolCount,0,
sta,whs,14.11,ns
die,rows,90,
setup_path,slowest_stage,"clkdlybuf4s50_1",
synthesis,ys_types,80,
synthesis,yosys_area,24800,um2
synthesis,ys_seq_share,0,%
route,dr.first_iter.drc_count,1000,
flow_run,maxCapViolCount,0,
route,drtAntennaViolNets,0,
global_route,grt_max_degree,18,
layout,final_area,27200,um2
[critical path: cells and delay by family]
kind,cells,cell delay (ns)
AOI/OAI and AO/OA,14,2.65
xor gates and xnor gates,3,0.39
adders and majority gates,10,4.18
buffers and inverters,7,2.03
and+or+nand+nor,11,1.76
[cell families (layout without fill, tap and decap cells)]
| kind of cell | count (synthesis) | count (layout) | share of synthesized area (%) |
|---|---|---|---|
| and+or+nand+nor | 735 | 735 | 15.1 |
| adders and majority gates | 707 | 707 | 43.8 |
| AOI/OAI and AO/OA | 583 | 583 | 15.2 |
| muxes | 16 | 16 | 0.677 |
| xor gates and xnor gates | 450 | 450 | 15.9 |
| other | 1 | 18 | 0.0151 |
| buffers and inverters | 596 | 702 | 9.40 |
[cell usage after synthesis, drive strengths merged, types with 28 or more instances]
master | instances | area, um2
inv | 516 | 1940
xor2 | 120 | 1050
clkbuf | 52 | 195
ha | 442 | 5530
o21bai | 61 | 458
and3 | 28 | 175
nor3 | 81 | 433
or3 | 35 | 234
a21oi | 177 | 886
nand2 | 175 | 657
a31oi | 29 | 181
nor2b | 35 | 219
nor2 | 183 | 687
nand3 | 74 | 370
a21o | 46 | 345
fa | 265 | 5310
xnor2 | 330 | 2890
o21ai | 102 | 510
buf | 28 | 194
o21a | 30 | 225
or2 | 28 | 175
[per-stage QoR]
step,instances,util (%)
after floorplan,3105,-
after global placement,3993,44.8
after detailed placement,3993,44.8
after CTS,3993,44.8
after global routing,3993,44.8
final,3993,44.8
[area by class of cell]
cell class,count,area [um2],area share (%)
Inverter,516,1940,7.13
Multi-Input combinational cell,2509,22500,82.8
Timing Repair Buffer,186,1770,6.52
Tap cell,782,978,3.60
[metal layers]
metal	up-vias	global-route usage, %	wire length (um)
li1	10600	-	-
met1	9301	33.6	31900
met2	492	34.2	28800
met3	48	6.03	5330
met4	0	3.56	1210
met5	-	0	0
[path summary, 6_finish.rpt]
kind | startpoint | endpoint | slack, ns | depth (start not counted)
worst max-delay path | in_i1[1] | out_i2[12] | 7.86 | 45
worst min-delay path | in_r3[2] | out_r0[6] | 14.11 | 5
